File: design/flow/config.mk
export PLATFORM = sky130hd
export DESIGN_NAME = barrelLeft
export DESIGN_NICKNAME = barrelLeft
export VERILOG_FILES = /design/flow/design.v
export SDC_FILE = /design/flow/constraint.sdc
export NUM_CORES = 4
export LEC_CHECK = 1
export CORE_AREA = 10 10 91 91
export DIE_AREA = 0 0 101 101
File: design/flow/constraint.sdc
current_design barrelLeft

set clk_period 4.3
set clk_io_pct 0.2

create_clock -name clk0 -period $clk_period

set non_clock_inputs [all_inputs -no_clocks]
set_input_delay [expr $clk_period * $clk_io_pct] -clock clk0 $non_clock_inputs
set_output_delay [expr $clk_period * $clk_io_pct] -clock clk0 [all_outputs]
File: design/flow/design.v
module mux(input A, input B, input S, output out);
    assign out = (S == 0 ) ? B : A;
endmodule
module barrelLeft #(
    parameter n = 24,
    parameter sel = 5
) (
    input [n-1:0] in, input [sel-1:0] s, output [n-1:0] out
);
    wire [n-1:0] temp [sel-2:0];
    genvar i;
    generate
        columnLeft #(0, n) col_01 (in, s[0], temp[0]);
        for (i = 1; i < sel - 1; i = i + 1) begin: columnLoopLeft
            columnLeft #(i, n) col (temp[i-1], s[i], temp[i]);
        end
        columnLeft #(sel-1, n) col_0n (temp[sel-2], s[sel-1], out);
    endgenerate
endmodule
module columnLeft #(
    parameter level = 4,
    parameter n = 24
) (
    input [n-1:0] in, input s, output [n-1:0] out
);
    mux mux_01 [2**level-1:0]({2**level{1'b0}}, in[2**level-1:0], s, out[2**level-1:0]);
    mux mux_02 [n-2**level-1:0](in[n-2**level-1:0], in[n-1:2**level], s, out[n-1:2**level]);
endmodule
module barrelRight #(
    parameter n = 24,
    parameter sel = 5
) (
    input [n-1:0] in, input [sel-1:0] s, output [n-1:0] out
);
    wire [n-1:0] temp [sel-2:0];
    genvar i;
    generate
        columnRight #(0, n) col_01 (in, s[0], temp[0]);
        for (i = 1; i < sel - 1; i = i + 1) begin: columnLoopRight
            columnRight #(i, n) col (temp[i-1], s[i], temp[i]);
        end
        columnRight #(sel-1, n) col_0n (temp[sel-2], s[sel-1], out);
    endgenerate
endmodule
module columnRight #(
    parameter level = 4,
    parameter n = 24
) (
    input [n-1:0] in, input s, output [n-1:0] out
);
    mux mux_01 [n-2**level-1:0](in[n-1:2**level], in[n-2**level-1:0], s, out[n-2**level-1:0]);
    mux mux_02 [2**level-1:0]({2**level{1'b0}}, in[n-1:n-2**level], s, out[n-1:n-2**level]);
endmodule
File: design/flow/run.sh
#!/bin/bash
# OpenROAD 26Q1-2900-gdf79404cd8, Yosys 0.63+post, stock flow scripts
make -C /OpenROAD-flow-scripts/flow DESIGN_CONFIG=/design/flow/config.mk WORK_HOME=/design/flow/orfs finish
==> flow_summary_export.csv <==
group,metric,value,unit
outcome,status,"finished, final reports clean",
grt,grt_max_degree,33,
routing,routed.top_layer,"met3",
yosys,syn_avg_cell_area,9.78,um^2
cells_and_area,final-seq-area,0,um^2
power,power_per_cell_area,112,nW/um^2
final_timing,rsz0062_at_grt,"no",
cells_and_area,clockBufferCount,0,
cells_and_area,layout-drive-gt1-share,0.232,
routing,drt_drc_violations_left,0,
cells_and_area,most-common-layout-cells,"sky130_fd_sc_hd__clkdlybuf4s50_1, sky130_fd_sc_hd__mux4_2, sky130_fd_sc_hd__nor2_1",
grt,first_global_vias,1272,
final_timing,report.final.slew_viol_count,0,
setup_path,required,3.44,ns
setup_path,cp_data_arrival_time,3.12,ns
floorplan,row_count,29,
final_timing,fin_setup_tns,0,ns
final_timing,setup_viol,0,
yosys,yosys_warnings,1,
grt,grt_first_pass_wirelength,6580,um
setup_path,setup.worst_path.end_class,"output pin",
floorplan,floorplan.die.height,101,um
grt,grt.overflow.total,0,
cells_and_area,layout-area-overhead-vs-synth,29.0,%
yosys,synth_chip_area,1440,um^2
power,cellInternalPower,0.127,mW
final_timing,timing.final.ws_setup,0.320,ns
place,gpl.final_weighted_congestion,0.884,
routing,detailroute.wirelength.met3,432,um
place,placement.cell_area,1850,um^2
routing,wl_met1,1800,um
grt,antenna_found_initial,0,
clocking,cts.repair.resized,0,
grt,gr-usage-all-layers,0.0779,
yosys,post_synth_inst_count,147,
setup_path,setup.worst_path.end,"out[20]",
final_timing,post-route-min-period,3.98,ns
clocking,ctsHoldBuffers,0,
floorplan,die-area,10200,um^2
final_timing,finalClockPeriodUsage,0.926,
routing,final_routed_wirelength_across_all_metal_layers,4100,um
clocking,cts_setup_buffers,0,
setup_path,cp-start-kind,"input pin",
yosys,yosysSeqAreaShare,0,
yosys,mappedNetlistArea,1440,um^2
floorplan,initial_core_util,0.226,
job,maxCapViolCount,0,
power,static-leakage-power,0.643,nW
routing,routed_wire_length_per_instance,16.7,um
cells_and_area,layout_top_cell,"sky130_fd_sc_hd__clkdlybuf4s50_1",
floorplan,core-area,6350,um^2
place,dp.final_hpwl,3510,um
hold_path,worstHoldPathType,"in -> out",
power,total_power,0.208,mW
routing,num_vias,1204,
routing,diodes,0,
routing,ant_nets,0,
power,power_frac_comb,1.000,
setup_path,startpoint,"s[1]",
routing,route.detailed.vias_per_inst,4.91,
floorplan,floorplan.die.width,101,um
setup_path,crit_fanout,32,
cells_and_area,flop-count,0,
routing,detailed_router_iteration_count_before_antenna_repair,4,
floorplan,num_io_pins,53,
final_timing,transition_time_of_the_tightest_slew_check_pin,0.391,ns
routing,met2_wirelength,1870,um
power,switching_power,0.0812,mW
setup_path,critical_path_start_end_classification,"in -> out",
cells_and_area,n_fill_cell,647,
final_timing,timing.slew.headroom,0.738,
final_timing,fmax,0.251,GHz
cells_and_area,fin_area,1850,um^2
final_timing,hold_viol,0,
power,clkPwrFrac,0,
place,dp_worst_setup_slack,0.300,ns
power,switching_portion_of_total_power,0.391,
cells_and_area,combGateArea,1150,um^2
power,power.ir.vdd_worst,0.0000600,V
job,tool_warnings,32,
place,io_buffer_count,53,
power,power.sequential.fraction,0,
yosys,yosys_cells,147,
routing,first_iter_violations,117,
yosys,synth_cell_type_count,33,
## cell families (layout without fill, tap and decap cells)
logic type | Yosys count | in the layout | share of synthesized area
buf+inv | 39 | 60 | 0.198
simple gates | 35 | 35 | 0.124
mux | 45 | 45 | 0.540
compound gates | 28 | 28 | 0.138
## final cells by class
class / instances / share of cell area
inverters: 1 / 0.00202
multi-input cells: 108 / 0.622
well taps: 77 / 0.0520
repair buffers: 59 / 0.324
## worst min-delay path by stage
stage / cells after the start / startpoint / to / slack [ns]
after CTS: 4 / s[3] / out[12] / 2.91
final: 3 / s[4] / out[13] / 2.89
after global routing: 3 / s[4] / out[12] / 2.94
## metrics by stage
step	hold WS [ns]	cells	util
floorplan	1.97	147	-
global placement	2.90	245	0.292
detailed placement	2.91	245	0.292
CTS	2.91	245	0.292
global route	2.94	245	0.292
finish	2.89	245	0.292
## Yosys cell counts
master | n | area (um^2)
sky130_fd_sc_hd__mux2i_1 | 14 | 140
sky130_fd_sc_hd__nand2b_1 | 5 | 31.3
sky130_fd_sc_hd__buf_2 | 4 | 20.0
sky130_fd_sc_hd__mux2i_2 | 1 | 13.8
sky130_fd_sc_hd__nor2b_1 | 1 | 6.26
sky130_fd_sc_hd__a21o_1 | 2 | 15.0
sky130_fd_sc_hd__nor4b_2 | 1 | 15.0
sky130_fd_sc_hd__o22a_1 | 1 | 8.76
sky130_fd_sc_hd__o22ai_1 | 2 | 12.5
sky130_fd_sc_hd__mux2_2 | 4 | 45.0
sky130_fd_sc_hd__inv_1 | 1 | 3.75
sky130_fd_sc_hd__o211ai_1 | 1 | 7.51
sky130_fd_sc_hd__or2_1 | 2 | 12.5
sky130_fd_sc_hd__o21ai_1 | 5 | 25.0
sky130_fd_sc_hd__mux2_4 | 2 | 30.0
sky130_fd_sc_hd__o21ai_0 | 3 | 15.0
sky130_fd_sc_hd__a211oi_1 | 5 | 37.5
sky130_fd_sc_hd__a21oi_1 | 2 | 10.0
sky130_fd_sc_hd__nand2_1 | 6 | 22.5
sky130_fd_sc_hd__clkbuf_1 | 3 | 11.3
sky130_fd_sc_hd__mux4_2 | 22 | 495
sky130_fd_sc_hd__buf_1 | 1 | 3.75
sky130_fd_sc_hd__buf_4 | 27 | 203
sky130_fd_sc_hd__buf_12 | 1 | 20.0
sky130_fd_sc_hd__o221ai_1 | 4 | 35.0
sky130_fd_sc_hd__mux4_1 | 2 | 52.6
sky130_fd_sc_hd__nor2_1 | 15 | 56.3
sky130_fd_sc_hd__a2bb2oi_2 | 1 | 15.0
sky130_fd_sc_hd__a211o_1 | 2 | 17.5
sky130_fd_sc_hd__nand3b_1 | 2 | 15.0
sky130_fd_sc_hd__or3_1 | 1 | 6.26
sky130_fd_sc_hd__or2_2 | 2 | 12.5
sky130_fd_sc_hd__buf_6 | 2 | 22.5
## critical path, cell delays in order
cell,delay [ns]
sky130_fd_sc_hd__clkdlybuf4s50_1,0.51
sky130_fd_sc_hd__buf_12,0.22
sky130_fd_sc_hd__mux4_1,0.60
sky130_fd_sc_hd__mux2_2,0.31
sky130_fd_sc_hd__nand2_1,0.06
sky130_fd_sc_hd__o221ai_1,0.12
sky130_fd_sc_hd__clkdlybuf4s50_1,0.43
## per-layer routing
layer  up-vias  GRT usage
met5         -          0
met4         0          0
met3         0     0.0340
met2        50      0.124
met1       556      0.103
li1        598          -
## power by group through the flow
stage                 Sequential (mW)  Combinational (mW)  Clock (mW)
final                               0               0.208           0
after global routing                0               0.228           0
after CTS                           0               0.211           0
No activity file was given, so power comes from the tool's default toggle rates.
