==> flow/design.v <==
module zeroInf (input [7:0]e1, input [22:0]m1, input [7:0]e2, input [22:0]m2, input [7:0] e3I, input [22:0] m3I, output reg [7:0]e3, output reg [22:0]m3);
    function isInf (input [7:0] e, input [22:0] m);
    begin
        if (&e == 1'b1 && |m == 1'b0) begin
            isInf = 1'b1;
        end
        else begin
            isInf = 1'b0;
        end
    end
    endfunction
    function isZero (input [7:0] e, input [22:0] m);
    begin
        if (|e == 1'b0 && |m == 1'b0) begin
            isZero = 1'b1;
        end
        else begin
            isZero = 1'b0;
        end
    end
    endfunction
    function isNaN (input [7:0] e, input [22:0] m);
    begin
        if (&e == 1'b1 && |m != 1'b0) begin
            isNaN = 1'b1;
        end
        else begin
            isNaN = 1'b0;
        end
    end
    endfunction
    always @* begin
        if (isInf (e1, m1) == 1'b1) begin
            if (isZero (e2, m2)) begin
                e3 = 8'b11111111;
                m3 = 23'b00000000000000000000001;
            end
            else begin
                e3 = 8'b11111111;
                m3 = 23'b00000000000000000000000;
            end
        end
        else if (isZero (e1, m1) == 1'b1) begin
            if (isInf (e2, m2)) begin
                e3 = 8'b11111111;
                m3 = 23'b00000000000000000000001;
            end
            else begin
                e3 = 8'b00000000;
                m3 = 23'b00000000000000000000000;
            end
        end
        else begin
            if (isInf (e2, m2)) begin
                e3 = 8'b11111111;
                m3 = 23'b00000000000000000000000;
            end
            else if (isZero (e2, m2)) begin
                e3 = 8'b00000000;
                m3 = 23'b00000000000000000000000;
            end
            else if (isNaN (e1, m1) == 1'b1 || isNaN (e2, m2) == 1'b1) begin
                e3 = 8'b11111111;
                m3 = m3I;
            end
            else begin
                e3 = e3I;
                m3 = m3I;
            end
        end
    end
endmodule
==> flow/run.sh <==
#!/bin/bash
# OpenROAD 26Q1-2900-gdf79404cd8, Yosys 0.63+post, stock flow scripts
make -C /OpenROAD-flow-scripts/flow DESIGN_CONFIG=/design/flow/config.mk WORK_HOME=/design/flow/orfs finish
==> flow/config.mk <==
export PLATFORM = sky130hd
export DESIGN_NAME = zeroInf
export DESIGN_NICKNAME = zeroInf
export VERILOG_FILES = /design/flow/design.v
export SDC_FILE = /design/flow/constraint.sdc
export NUM_CORES = 4
export LEC_CHECK = 1
export CORE_AREA = 10 10 81 81
export DIE_AREA = 0 0 91 91
==> flow/constraint.sdc <==
current_design zeroInf

set clk_period 2.4
set clk_io_pct 0.2

create_clock -name clk0 -period $clk_period

set non_clock_inputs [all_inputs -no_clocks]
set_input_delay [expr $clk_period * $clk_io_pct] -clock clk0 $non_clock_inputs
set_output_delay [expr $clk_period * $clk_io_pct] -clock clk0 [all_outputs]
==> results.yml <==
# generated from flow reports
sta:
  grt_setup_unrepaired: "true"
  tightestPinTransition_ps: 269
  setup_viol_count_final: 19
  setup_total_negative_slack_ps: -1000
  min_period_over_period: 1.03
  hold_viol_final: 0
  maxSlewHeadroom: 0.819
  max_freq_mhz: 403
  finalCriticalPeriod_ps: 2480
  report.final.slew_viol_count: 0
  final_ws_setup_ps: -81.8
  finalHoldWorstSlack_ps: 1600
run:
  log.warning_count: 34
  drv_cap: 0
logic_synthesis:
  yosysChipArea_um2: 478
  synth_unique_cells: 17
  yosys.area.top_type_share: 0.288
  synth.area.top_cells: "and2_1, nor4_1, nor2_1"
  area_of_the_mapped_netlist_um2: 478
  synth_sequential_area_ratio: 0
  yosys-stat-cells: 83
  synthesis.instances: 83
  yosys.area.top_type: "and2_1"
  avgSynthCellArea_um2: 5.76
  ys.warnings.count: 1
outcome:
  status: "finished with violations"
  failing_checks: "negative setup slack"
pwr:
  cell_internal_pwr_mw: 0.177
  power_frac_comb: 1.000
  static-leakage-power_nw: 0.964
  power.sequential.fraction: 0
  pwrdens_mw_per_mm2: 107
  clockPowerShare: 0
  irDropWorstVdd_v: 0.0000439
  power.share.switching: 0.267
  power_dissipated_by_switching_net_loads_mw: 0.0645
  post-layout-total-power_mw: 0.242
detailed_routing:
  drt_iter0_drc: 3
  wire_per_inst_um: 14.7
  met2WireLength_mm: 2.44
  drc: 0
  vias_per_inst: 3.97
  firstDrtPassIters: 2
  wl_mm: 4.51
  antenna-diode-count: 0
  routed.top_layer: "met3"
  drt.antenna.violating_nets: 0
  met3RoutedLength_um: 233
  detailroute.via_count: 1220
  wirelength_met1_mm: 1.83
final_layout:
  final_layout_size_suffix_gt1_frac: 0.617
  seq_area_um2: 0
  post_layout_nonfiller_instances: 307
  seq_cells: 0
  layout.filler_cells: 481
  clkbuf_count: 0
  post-route-cell-area_mm2: 0.00226
  postLayoutCoreUtil: 0.469
  area_delta_synth_final_pct: 373
global_routing:
  grt_antenna_before_repair: 0
  grt_pass1_wl_mm: 7.03
  grt_max_degree: 9
  first_global_vias: 1334
  globalRouteOverflowTotal: 0
  grt_usage: 0.101
worst_hold_path:
  hold_path_class: "input port to output port"
  hold_path_end: "m3[9]"
  whs_path_cells: 3
  hold_path.startpoint: "m3I[9]"
place:
  gp_congestion: 0.828
  detailed_placement_hpwl_mm: 3.75
  placedInstanceArea_mm2: 0.00188
  io_buffer_count: 124
  placement.setup.worst_slack_ps: -779
  placed_cells_incl_taps: 283
floorplanning:
  fp.coreArea_mm2: 0.00482
  rows: 25
  die_w_um: 91
  chipHeight_um: 91
  floorplan.initialDensity: 0.0992
  ios: 124
  design.die.area_mm2: 0.00828
critical_path:
  cp.arrival_ps: 2000
  crit_path_kind: "input port to output port"
  start_kind: "input port"
  timing.critical_path.required_ps: 1920
  worst_setup_path_end_kind: "output port"
  path_max_fanout: 4
clock_network:
  postCtsHoldBufs: 0
synth_stat cells:
master and n:
o2bb2ai_1 1, and2_1 22, nand2_1 4, mux2_2 1, clkbuf_1 2, a211oi_1 1
o21ai_0 1, nor3_1 4, a21o_1 2, or2_2 1, nor4_1 14, nor2_1 12
a21oi_1 1, o41ai_2 1, nand4_1 7, or3_1 1, o21ai_1 8
what timing repair did:
item                       4_1_cts  5_1_grt
setup endpoints to repair       31       31
setup buffers                   20        2
cloned                           3        0
pin swaps                       45       42
gates resized                  270       72
power groups by stage:
stage,Clock [mW],Combinational [mW],Sequential (mW)
4_1_cts,0,0.203,0
5_1_grt,0,0.260,0
6_report,0,0.242,0
cell type report:
class / count / area, µm² / area share
well taps: 67 / 83.8 / 0.0371
repair buffers: 159 / 1400 / 0.621
multi-input cells: 81 / 772 / 0.342
critical path, stage by stage:
cell and delay [ps]:
buf_2 110, nor4_4 240, nand4_1 180, or3_1 420, a21o_4 230, buf_6 130, o21ai_2 110, buf_2 100
how the worst max path moves through the flow:
stage                   from    end
after CTS             m1[14]  m3[8]
after global routing  m2[17]  e3[5]
final                 m2[18]  e3[6]
logic make-up (layout without fill, tap and decap cells):
| group | Yosys count | count (layout) | share of synthesized area |
|---|---|---|---|
| buf+inv | 2 | 159 | 0.0157 |
| compound gates | 15 | 15 | 0.204 |
| simple gates | 65 | 65 | 0.757 |
| mux | 1 | 1 | 0.0236 |
metal layers:
layer,global-route usage,vias up
met1,0.117,544
met3,0.0191,0
met4,0,0
met5,0,-
met2,0.197,42
li1,-,634
cell usage in the layout (no fill, tap or decap), types with 7 or more instances in the layout:
master	netlist	layout
nand4_1	7	7
clkdlybuf4s15_1	0	21
buf_2	0	22
and2_4	0	21
clkbuf_2	0	12
buf_6	0	39
nor2_1	12	10
nor4_2	0	7
buf_4	0	19
o21ai_2	0	9
dlygate4sd2_1	0	15
clkdlybuf4s50_1	0	31
Power is estimated from default activity; no workload was simulated.
