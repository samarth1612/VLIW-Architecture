[flow/config.mk]
export PLATFORM = sky130hd
export DESIGN_NAME = logicUnit
export DESIGN_NICKNAME = logicUnit
export VERILOG_FILES = /design/flow/design.v
export SDC_FILE = /design/flow/constraint.sdc
export NUM_CORES = 4
export LEC_CHECK = 1
export CORE_UTILIZATION = 40
[flow/constraint.sdc]
current_design logicUnit

set clk_period 10.7
set clk_io_pct 0.2

create_clock -name clk0 -period $clk_period

set non_clock_inputs [all_inputs -no_clocks]
set_input_delay [expr $clk_period * $clk_io_pct] -clock clk0 $non_clock_inputs
set_output_delay [expr $clk_period * $clk_io_pct] -clock clk0 [all_outputs]
[flow/design.v]
module logicUnit #(
    parameter n = 32
) (
    input [n-1:0] a, input [n-1:0] b, input [4:0] s, output reg [n-1:0] c
);
    always @(a, b, s) begin
        case (s)
            5'b01010: c = a & b;
            5'b01011: c = a | b;
            5'b01100: c = a ^ b;
            5'b01101: c = ~(a & b);
            5'b01110: c = ~(a | b);
            5'b01111: c = ~(a ^ b);
            5'b10000: c = ~a;
            5'b10001: c = ~a + 1'b1;
            default: c = {n{1'bx}};
        endcase
    end
endmodule
[flow/run.sh]
#!/bin/bash
# OpenROAD 26Q1-2900-gdf79404cd8, Yosys 0.63+post, stock flow scripts
make -C /OpenROAD-flow-scripts/flow DESIGN_CONFIG=/design/flow/config.mk WORK_HOME=/design/flow/orfs finish
==> changes_impl.md <==
### Changed

* Row count at 34
* Global-route wire length before repair at 22100 µm
* Gate Area at 3250 µm²
* Final min period at 7.43 ns
* Avg Cell Area, Syn at 6.56 µm²
* IO buf count at 101
* P_sw at 0.0837 mW
* Placed Cells incl. Taps at 739
* Area delta synth->final at 29.4%
* GRT Overall Usage at 28.9%
* Setup_tns at 0 ns
* Slew @ Worst Pin at about 0.9 ns
* 1st-iter DRT viols at 269
* Layout cells sized above 1 at a little under 4%
* CP Capture Type: output port
* Fin. max-slew vios at 0
* PnR Total Power at 0.172 mW
* Yosys cell types at between 50 and 60
* Antenna Nets Post-Route at 0
* P per Cell Area at 36.4 nW/µm²
* Sequential fraction of design power at 0%
* Die area at about 9500 µm²
* # Cells Yosys at 558
* Gr ovfl total at 0
* Ports at 101
* N_diodes at 0
* Die Span X at a little under 100 µm
* Hold Fails Final Rpt at 0
* YS chip area at 3660 µm²
* Run status: completed
* Cell area after synthesis at 3660 µm²
* Wirelength per Cell at about 18 µm
* Sw Ratio at 48.5%
* Critical path class: input pin to output port
* Crit share post-route at 69.5%
* Clock buffers at 0
* Global Route met1 Usage at 40.8%
* Layer carrying the most global-route usage: met2
* Arrival @ worst endpoint at around 5.3 ns
* Max-cap violations at 0
* Worst hold path startpoint: a[13]
* Register Area at 0 µm²
* Post-CTS Setup Inserts at 0
* Tool warnings at 64
* Vias at 4466
* Fillers at 841
* M2 GR Usage at 48.0%
* Routing usage on met3 at 1.76%
* Yosys warns at 1
* Largest net degree at the start of global routing at 38
* Unrepaired setup endpoints after global routing: no
* Final setup viols at 0
* Max Clk Rate at approximately 130 MHz
* Initial antenna violation count at 0
* Pint at 0.0888 mW
* Hold buffers post-CTS at 0
* Number of global-route vias before repair at 4232
* Non-Filler Instances at 739
* PostCTS Resize Cnt at 0
* Pre-placement core utilization at between 40% and 50%
* Worst VDD drop at 17.1 µV
* Drt via density at 6.04
* DRC Markers at 0
* Critical Path Start Type: input pin
* Required @ worst endpoint at 8.56 ns
* Static Leakage at between 1.5 and 2 nW
* Flip-flops at 0
* Mapped Cells at 558
* GPL Wtd Cong at 0.935
* Routed Wire Length at 13600 µm
* Register area share after synthesis at 0%
* Most frequent logic cell in the layout: clkdlybuf4s50_1
* Die Y-Extent at around 100 µm
* Core area at around 8800 µm²
* Max-slew headroom at 38.8%
* Hold depth at 4
* Top cells excl fill/tap: 101 x clkdlybuf4s50_1, 67 x inv_1, 65 x ha_1
* First-pass DRT Iterations at 28
* Clock power frac at 0%
* Hpwl dp at around 10000 µm
* CP Max Fanout at 9
* Hold/Removal Path Class: input pin to output port
* Combinational cell fraction of total power at approximately 100%
* Hold Path Sink: c[13]
==> kinds of logic (layout without fill, tap and decap cells) <==
family                     Yosys count  after routing  synth area share [%]
AOI/OAI and AO/OA                  165            165                  30.0
xor gates and xnor gates            20             20                  4.79
adders and majority gates           65             65                  22.2
buffers and inverters              107            180                  11.2
muxes                               27             27                  7.38
and+or+nand+nor                    174            174                  24.4
==> layer usage <==
metal | vias up | share of wire [%] | wire length (µm)
li1 | 2184 | - | -
met1 | 2053 | 44 | 5990
met2 | 213 | 46 | 6300
met3 | 16 | 8.5 | 1160
met4 | 0 | 1.4 | 195
met5 | - | 0 | 0
==> through the flow <==
stage | util [%] | cell area [µm²] | setup WS [ns] | hold WS, ns
6_report | 53.8 | 4740 | 3.27 | 5.41
3_3_place_gp | 53.8 | 4740 | 3.32 | 5.42
2_1_floorplan | - | 3660 | 4.48 | 4.38
5_1_grt | 53.8 | 4740 | 3.10 | 5.47
4_1_cts | 53.8 | 4740 | 3.31 | 5.42
3_5_place_dp | 53.8 | 4740 | 3.32 | 5.41
==> power by group through the flow <==
stage / sequential [mW] / clock [mW] / combinational, mW
final: 0 / 0 / 0.172
after global routing: 0 / 0 / 0.190
after CTS: 0 / 0 / 0.171
==> cell usage after synthesis (2+ instances only) <==
cell type  instances  area share, %
o31ai_1            3           0.62
nor4_1            13            2.2
a21oi_1           33            4.5
nand4_1            6            1.0
a32o_1             3           0.82
o2bb2ai_1          3           0.72
a22oi_1            2           0.41
nor3b_1            2           0.41
clkbuf_1          34            3.5
o21a_1             3           0.62
o221a_2            2           0.62
o32ai_1            3           0.72
a2bb2oi_1          4           0.96
nor2_1            55            5.6
o32a_1             5            1.4
nand3_1           10            1.4
a31oi_1           13            2.2
o211ai_1          10            2.1
ha_1              65             22
or2_2              3           0.51
a211oi_1           9            1.8
and2_1             2           0.34
or3_1              4           0.68
nor4_2             4            1.4
buf_1              4           0.41
nand2b_1           4           0.68
xnor2_1           20            4.8
nor2b_1            5           0.85
o22a_1             4           0.96
o21ai_0           26            3.6
nand2_1           35            3.6
or4_1              8            1.6
inv_1             67            6.9
o22ai_1           28            4.8
mux2i_1           27            7.4
nor3_1            15            2.1
o221ai_1           5            1.2
==> cell type report <==
class | count | area share [%]
Inverter | 67 | 5.31
Tap cell | 108 | 2.85
Multi-Input combinational cell | 451 | 68.6
Timing Repair Buffer | 113 | 23.2
==> how the worst max path moves through the flow <==
stage         from  slack (ns)  endpoint
CTS           a[7]        3.31     c[28]
global route  s[2]        3.10      c[6]
finish        a[8]        3.27     c[29]
==> critical path: stages <==
cell,delay [ns]
clkdlybuf4s50_1,0.53
or4_1,0.69
nor4_2,0.82
nand4_1,0.27
xnor2_1,0.20
o22ai_1,0.15
clkdlybuf4s50_1,0.50
Power and IR drop assume default switching activity.
